$ cat flow/design.v
module RegFile(clk,reset,ReadReg1,ReadReg2,WriteData,WriteReg,RegWrite,ReadData1,ReadData2); 
input clk, reset, RegWrite;
input [1:0] ReadReg1, ReadReg2, WriteReg;
input [31:0] WriteData;
output[31:0] ReadData1, ReadData2;
wire[31:0] out1,out2,out3,out4;
wire clk1, clk2,clk3 , clk4;
wire [0:3] out_decoder;
decoder2_4 dec(out_decoder,WriteReg);
and(clk1, clk, out_decoder[0], RegWrite);
and(clk2, clk, out_decoder[1], RegWrite);
and(clk3, clk, out_decoder[2], RegWrite);
and(clk4, clk, out_decoder[3], RegWrite);
reg_32bit a(out1,WriteData,clk1,reset);
reg_32bit b(out2,WriteData,clk2,reset);
reg_32bit c(out3,WriteData,clk3,reset);
reg_32bit d(out4,WriteData,clk4,reset);
mux4_1 mux1(ReadData1,out1,out2,out3,out4,ReadReg1);
mux4_1 mux2(ReadData2,out1,out2,out3,out4,ReadReg2);
endmodule
module decoder2_4 (register,reg_no);
output [0:3] register;
input [1:0] reg_no;
assign register = (reg_no==2'b00)? 4'b1000 : 
((reg_no==2'b01)? 4'b0100 : ((reg_no==2'b10)? 4'b0010 : 4'b0001) );
endmodule
module dff_async_clear(d, clearb, clock, q);
input d, clearb, clock;
output q;
reg q;
always @ (negedge clearb or posedge clock)
begin
if (!clearb) q <= 1'b0;
else q <= d;
end
endmodule
module mux4_1(regData,q1,q2,q3,q4,reg_no);
    input [31:0] q1,q2,q3,q4;
    output [31:0] regData;
    input[1:0] reg_no;
    assign regData = (reg_no==2'b00)? q1 :
        ((reg_no==2'b01)? q2: ((reg_no==2'b10)? q3 : q4));
endmodule
module reg_32bit(q,d,clk,reset);
    output [31:0] q;
    input [31:0] d;
    input clk;
    input reset;
    genvar j;
    generate for (j=0;j<32;j=j+1)
    begin : reg_loop
       dff_async_clear dff(d[j],reset,clk,q[j]);
   end
   endgenerate
   endmodule
$ cat flow/run.sh
#!/bin/bash
# OpenROAD 26Q1-2900-gdf79404cd8, Yosys 0.63+post, stock flow scripts
make -C /OpenROAD-flow-scripts/flow DESIGN_CONFIG=/design/flow/config.mk WORK_HOME=/design/flow/orfs finish
$ cat flow/config.mk
export PLATFORM = sky130hd
export DESIGN_NAME = RegFile
export DESIGN_NICKNAME = RegFile
export VERILOG_FILES = /design/flow/design.v
export SDC_FILE = /design/flow/constraint.sdc
export NUM_CORES = 4
export LEC_CHECK = 1
export CORE_UTILIZATION = 50
$ cat flow/constraint.sdc
current_design RegFile

set clk_period 2.9
set clk_io_pct 0.2

create_clock -name clk0 -period $clk_period

set non_clock_inputs [all_inputs -no_clocks]
set_input_delay [expr $clk_period * $clk_io_pct] -clock clk0 $non_clock_inputs
set_output_delay [expr $clk_period * $clk_io_pct] -clock clk0 [all_outputs]
==> impl_metrics.json <==
{
  "status": "finished, final reports clean",
  "drt_pass1_iterations": 4,
  "numSynthFlops": 128,
  "grt_pass1_vias": 2730,
  "drc": 0,
  "place_congestion": 0.744,
  "tns_ps": 0,
  "placedCellCount": 441,
  "rsz0062_at_grt": "false",
  "gr-total-overflow": 0,
  "instances_no_fill": 441,
  "worstSetupPathType": "primary input to output port",
  "wl_per_cell_um": 19.5,
  "rows": 35,
  "fin_crit_sh_pct": 86.6,
  "via_per_inst": 5.60,
  "holdPathStages": 4,
  "num_antenna_cells": 0,
  "worst_pin_slew_ps": 827,
  "ys_chip_area_mm2": 0.00487,
  "path_buffers": 3,
  "yosysWarnings": 1,
  "synth_area_mm2": 0.00487,
  "relSlewSlack_pct": 44.8,
  "grt_max_degree": 69,
  "routed_wl_mm": 8.60,
  "untimed_endpoints": 128,
  "antenna_found_initial": 0,
  "num_io_pins": 105,
  "coreArea_mm2": 0.00933,
  "io_buffer_count": 105,
  "n_fill_cell": 657,
  "fmax_mhz": 398,
  "grt_pass1_wl_mm": 13.9,
  "crit_cells": 4,
  "die_area_mm2": 0.0101,
  "fp.dieH_um": 101,
  "warnings": 33,
  "power_leakage_uw": 0.00242,
  "pwr_density_cell_mw_per_mm2": 76.6,
  "synth_cells": 210,
  "crit_path_top_delay_cell": "mux4_1",
  "path_cells": "buf_2, buf_12, mux4_1, clkdlybuf4s50_1",
  "drv_cap": 0,
  "setup_viol": 0,
  "vias": 2469,
  "hold_path_class": "primary input to output port",
  "end_kind": "output port",
  "ys_cells": 210,
  "cts_resized": 0,
  "post_cts_buffers": 0,
  "drtAntennaViolNets": 0,
  "ir_drop_v": 0.0000885,
  "synth_area_per_cell_um2": 23.2,
  "drtIter0Drc": 29,
  "finalMaxSlewViolations": 0,
  "crit_fanout": 23,
  "cp.arrival_ps": 1930,
  "chipWidth_um": 101,
  "max_stage_delay_ps": 580,
  "cp.required_ps": 2320,
  "cts_hold_buf": 0,
  "fp_util_pct": 52.2,
  "synthDistinctLibCells": 9,
  "fin_crit_ps": 2510,
  "syn2layout_area_growth_pct": 24.2,
  "drive_gt1_share_pct": 24.7,
  "ys_seq_share_pct": 65.8,
  "start_kind": "primary input",
  "crit_family": "buffers and inverters",
  "dp_hpwl_mm": 5.55,
  "hold_slack_ps": 2100,
  "unclocked_regs": 128,
  "grt_usage_pct": 20.0,
  "hold_viol": 0
}
-- synth_stat cells (all sizes together) --
| cell type | n | area, um2 |
|---|---|---|
| buf | 14 | 173 |
| dfrtp | 128 | 3200 |
| and4b | 2 | 20.0 |
| and4 | 1 | 8.76 |
| nor4bb | 1 | 10.0 |
| mux4 | 64 | 1460 |
-- state kept, by name, summed over array words and instances, names as in the netlist --
name	count
a.reg_loop.dff.q	32
b.reg_loop.dff.q	32
c.reg_loop.dff.q	32
d.reg_loop.dff.q	32
-- final timing paths --
kind / start / slack [ps] / end
worst min-delay path: ReadReg1[1] / 2100 / ReadData1[20]
worst max-delay path: ReadReg2[0] / 390 / ReadData2[30]
-- final cells by class --
| cell class | count | area [um2] | share of cell area (%) |
|---|---|---|---|
| tap | 129 | 161 | 2.67 |
| timing repair buffer | 116 | 1170 | 19.4 |
| multi-input combinational | 68 | 1510 | 25.0 |
| sequential | 128 | 3200 | 53.0 |
-- metrics by stage --
stage / utilization [%] / setup slack [ps] / total power, uW / cell area [um2]
after floorplan: - / 1020 / 228 / 4870
after global placement: 64.8 / 373 / 472 / 6050
after detailed placement: 64.8 / 363 / 473 / 6050
after CTS: 64.8 / 362 / 476 / 6050
after global routing: 64.8 / 325 / 504 / 6050
final: 64.8 / 389 / 464 / 6050
-- logic make-up after synthesis --
family | after synthesis | share of synthesized area [%]
simple gates | 4 | 0.796
buf+inv | 14 | 3.54
flops | 128 | 65.8
mux | 64 | 29.9
-- where the power goes --
part	switching (uW)	internal [uW]	leakage, uW
Clock	0	0	0
Combinational	145	244	0.000942
Sequential	9.32	65.2	0.00148
-- placed cells by master (no fill, tap or decap) --
cell / Yosys / layout
and4_1: 1 / 1
and4b_1: 2 / 2
buf_12: 6 / 5
buf_2: 6 / 4
buf_4: 0 / 7
clkdlybuf4s50_1: 0 / 100
dfrtp_1: 128 / 128
mux4_1: 4 / 4
mux4_2: 60 / 60
nor4bb_4: 0 / 1
-- layer usage --
layer | track usage, % | wire [um] | vias up
li1 | - | - | 1039
met1 | 31.9 | 3390 | 1345
met2 | 34.3 | 4730 | 85
met3 | 4.09 | 478 | 0
met4 | 0.111 | 0 | 0
met5 | 0 | 0 | -
Power figures rest on the tool's default switching activity, not on a simulated workload.
