File: constraint.sdc
current_design data_memory

set clk_period 24.6
set clk_io_pct 0.2

create_clock -name clk0 -period $clk_period [get_ports {clk}]

set non_clock_inputs [all_inputs -no_clocks]
set_input_delay [expr $clk_period * $clk_io_pct] -clock clk0 $non_clock_inputs
set_output_delay [expr $clk_period * $clk_io_pct] -clock clk0 [all_outputs]
File: config.mk
export PLATFORM = sky130hd
export DESIGN_NAME = data_memory
export DESIGN_NICKNAME = data_memory
export VERILOG_FILES = /design/flow/design.v
export SDC_FILE = /design/flow/constraint.sdc
export NUM_CORES = 4
export LEC_CHECK = 1
export CORE_UTILIZATION = 30
File: run.sh
#!/bin/bash
# OpenROAD 26Q1-2900-gdf79404cd8, Yosys 0.63+post, stock flow scripts
make -C /OpenROAD-flow-scripts/flow DESIGN_CONFIG=/design/flow/config.mk WORK_HOME=/design/flow/orfs finish
File: design.v
module data_memory(clk,Address,WriteData,MemWrite,ReadData); 
input clk, MemWrite;
input[31:0] WriteData;
output[31:0] ReadData;
input[4:0] Address;
reg[1023:0] registers;
always @ (posedge clk)
begin
if (MemWrite)
registers[Address*32 +: 32] <= WriteData;
end
assign ReadData = registers[Address*32 +: 32];
endmodule
==> results.yml <==
# physical design summary
synth:
  yosys-stat-area_mm2: 0.0526
  ys_cells: 3594
  yosys.cell_types.count: 57
  synth.cellmix.simpleShare_pct: 3.12
  synthDominantCellAreaShare_pct: 58.5
  adder_cell_area_share_of_the_yosys_netlist_pct: 0.119
  synth.area.mux_share_pct: 16.1
  synth_async_sr_flop_share_pct: 0
  synthesis.instances: 3594
  synthesis.yosys.warnings: 1
  synth-compound-area-share_pct: 17.9
  postSynthAreaPerCell_um2: 14.6
  synth.yosys.seq_area_share_pct: 58.5
  synth_area_leader_cell: "edfxtp_1"
  enable_flop_cells: 1024
  top_cells_by_area: "edfxtp_1 (58%), a32o_1 (8.5%), mux4_2 (8.2%)"
  syn-cell-area_mm2: 0.0526
  synthTopLogicFamily: "AND-OR/OR-AND gates"
  ys_sh_xor_pct: 0.0476
  ys_ff: 1024
  ys.flop_type: "edfxtp_1"
final_layout:
  area_growth_pct: 12.6
  number_of_flip_flops_in_the_largest_register: 1024
  share_of_final_layout_standard_cells_stronger_than_drive_strength_1_pct: 21.0
  num-fill-cells: 16400
  stdcell_count: 5910
  register_with_the_most_flip_flops: "registers"
  largest_registers: "registers (1024)"
  final_design_area_no_fill_mm2: 0.0592
clock_tree:
  post-cts-setup-buffers: 0
  tritoncts: "yes"
  clk_path_buf_depth: 3
  clkTransAtPathRegs_ns: 0.06
  clock_tree.htree_level_count: 3
  clkSinkCount: 1024
  cts_buffers: 105
  post_cts_resize_count: 0
  clk_root_buffer_cell: "clkbuf_16"
  cts_hold_buf: 0
  worst_skew_pair.late_latency_ns: 0.71
sta:
  hold_violations: 0
  relSlewSlack_pct: 39.5
  totalNegativeSetupSlack_ns: 0
  max_clock_freq_mhz: 73.9
  finalSetupViolCount: 0
  grt_setup_unrepaired: "no"
  timing_max_transition_violations_final: 0
  finalClockPeriodUsage_pct: 55.0
  setup_ws_ns: 11.07
  finClkSkew_ns: 0
  worstMarginPinSlew_ns: 0.904
  fin_crit_ns: 13.53
drt:
  via_count: 37600
  remaining_drc_errors: 0
  drt.antenna.violating_nets: 0
  drt-pass1-iter-count: 6
  postRouteWirelength_mm: 195
  drt_first_iter_violations: 3648
  routed_via_density: 6.36
  avgRoutedWirePerCell_um: 33.1
place:
  dpl.cell_count: 5715
  detailedPlace.worstSlack_ns: 11.07
  dp.final_hpwl_mm: 110
  port_buffers: 70
  globalplace.congestion: 0.923
  placement.cell_area_mm2: 0.0559
floorplan:
  ios: 71
  die_height_um: 421
  core_area_mm2: 0.174
  chipWidth_um: 421
  chip_area_mm2: 0.177
  initial_util_pct: 30.2
  rows: 153
critical_path:
  path_class: "in -> out"
  cp-start-kind: "input port"
  critical_path_fanout_max: 54
  end_kind: "output pin"
  required_time_at_the_endpoint_of_the_critical_path_ns: 19.68
  worst_path_arrival_time_ns: 8.61
global_routing:
  grtUsageTotal_pct: 23.2
  antenna_found_initial: 14
  global_route_wire_length_before_repair_mm: 280
  total_grt_overflow: 0
  grt_pass1_vias: 38800
  largest_net_degree_at_the_start_of_global_routing: 123
run_status:
  run_status: "complete, no violations"
job:
  maxCapViolCount: 0
  tool_warnings: 38
power_and_ir_drop:
  clockPowerShare_pct: 36.8
  power.internal_w: 0.00316
  seqPwrFrac_pct: 49.6
  vdd_ir_drop_max_uv: 60.8
  power_density_mw_per_mm2: 72.8
  p_sw_w: 0.00114
  pwr-share-comb_pct: 13.6
  p_leak_nw: 19.3
  switching_share_pct: 26.5
hold_path:
  min_path_type: "reg -> reg"
[worst max-delay path: stages]
cell and delay (ns):
buf_8 0.49, buf_4 0.70, buf_4 0.63, mux4_2 0.33, a22oi_1 0.10, a22oi_1 0.70, clkdlybuf4s50_1 0.60
[layout by cell type (no fill, tap or decap), types with 33 or more instances in the layout]
| cell type | netlist | final |
|---|---|---|
| o31ai_1 | 90 | 90 |
| mux4_2 | 191 | 191 |
| clkbuf_16 | 0 | 108 |
| o2bb2ai_1 | 131 | 131 |
| mux2_1 | 48 | 48 |
| inv_1 | 122 | 121 |
| a22oi_1 | 95 | 94 |
| nand2_1 | 109 | 103 |
| o21ai_0 | 66 | 66 |
| clkdlybuf4s50_1 | 0 | 65 |
| o32ai_1 | 116 | 116 |
| edfxtp_1 | 1024 | 1024 |
| mux2i_1 | 129 | 128 |
| a21oi_1 | 36 | 34 |
| nor2_1 | 136 | 133 |
| nand3_1 | 48 | 33 |
| buf_4 | 24 | 131 |
| a32o_1 | 447 | 446 |
| mux2_2 | 209 | 208 |
[per-layer routing]
layer / share of wire, % / up-vias / wire length (um) / track usage (%)
met5: 0.26 / - / 506 / 1.44
met4: 5.2 / 34 / 10200 / 9.26
met3: 15 / 561 / 30300 / 14.4
met2: 46 / 2859 / 89100 / 34.6
met1: 33 / 19100 / 65300 / 27.0
li1: - / 15000 / - / -
[synthesized netlist by cell type, drive strengths merged (32+ instances only)]
| master | count |
|---|---|
| and2 | 33 |
| nand3 | 49 |
| o221ai | 32 |
| mux2 | 257 |
| o21ai | 67 |
| a32o | 447 |
| inv | 123 |
| o2bb2ai | 131 |
| mux2i | 129 |
| a211oi | 32 |
| nor2 | 138 |
| o31ai | 91 |
| a22oi | 95 |
| edfxtp | 1024 |
| mux4 | 191 |
| nand2 | 109 |
| buf | 150 |
| o32ai | 116 |
| a21oi | 36 |
| clkbuf | 257 |
[layout make-up]
class / count / area (um2) / share of cell area (%)
clock buffer: 130 / 2790 / 4.71
timing repair buffer: 203 / 1760 / 2.97
antenna: 4 / 10.0 / 0.0169
sequential: 1024 / 30700 / 52.0
clock inverter: 61 / 522 / 0.882
tap: 2325 / 2910 / 4.92
multi-input combinational: 2040 / 20000 / 33.8
inverter: 123 / 463 / 0.782
[power groups by stage]
| stage | Clock, W | Sequential (W) | Combinational, W |
|---|---|---|---|
| final | 0.00159 | 0.00214 | 0.000584 |
| after global routing | 0.00166 | 0.00215 | 0.000613 |
| after CTS | 0.00161 | 0.00213 | 0.000575 |
[worst paths after layout]
check	end	cells past startpoint	start	slack (ns)
min reg2reg	registers[634]$_DFFE_PP_	1	registers[634]$_DFFE_PP_	0.56
min	registers[634]$_DFFE_PP_	1	registers[634]$_DFFE_PP_	0.56
max	ReadData[5]	7	Address[0]	11.07
max reg2reg	registers[931]$_DFFE_PP_	1	registers[931]$_DFFE_PP_	23.61
[cell families (layout without fill, tap and decap cells)]
| logic type | count (synthesis) | after routing |
|---|---|---|
| compound gates | 1091 | 1091 |
| xor+xnor | 2 | 2 |
| fa+ha+maj | 5 | 5 |
| buf+inv | 530 | 517 |
| flops | 1024 | 1024 |
| mux | 577 | 577 |
| other cells | 0 | 4 |
| simple gates | 365 | 365 |
[per-stage QoR]
step | power (W) | hold WS [ns] | util [%]
3_3_place_gp | 0.00273 | 0.541 | 32.1
5_1_grt | 0.00443 | 0.571 | 34.0
2_1_floorplan | 0.00248 | 0.522 | -
6_report | 0.00431 | 0.558 | 34.0
3_5_place_dp | 0.00274 | 0.543 | 32.1
4_1_cts | 0.00431 | 0.563 | 34.0
Power is estimated from default activity; no workload was simulated.
